**flow/constraint.sdc**
```tcl
current_design controller

set clk_period 42.5
set clk_io_pct 0.2

create_clock -name clk0 -period $clk_period [get_ports {clk}]

set non_clock_inputs [all_inputs -no_clocks]
set_input_delay [expr $clk_period * $clk_io_pct] -clock clk0 $non_clock_inputs
set_output_delay [expr $clk_period * $clk_io_pct] -clock clk0 [all_outputs]
```
**flow/config.mk**
```make
export PLATFORM = sky130hd
export DESIGN_NAME = controller
export DESIGN_NICKNAME = controller
export VERILOG_FILES = /design/flow/design.v
export SDC_FILE = /design/flow/constraint.sdc
export NUM_CORES = 4
export LEC_CHECK = 1
export CORE_AREA = 10 10 266 266
export DIE_AREA = 0 0 276 276
```
**flow/run.sh**
```bash
#!/bin/bash
# OpenROAD 26Q1-2900-gdf79404cd8, Yosys 0.63+post, stock flow scripts
make -C /OpenROAD-flow-scripts/flow DESIGN_CONFIG=/design/flow/config.mk WORK_HOME=/design/flow/orfs finish
```
**flow/design.v**
```verilog
module controller(
	input clk,
    input srst_n,
	input enable,
	input [19:0] face_v1,
	input [19:0] face_v2,
	input [19:0] face_v3,
	input [20:0] num_of_faces,
	input [11:0] vertice1_x_update,
	input [11:0] vertice1_y_update,
	input [20:0] vertice1_depth_update,
	input [23:0] vertice1_color_update,
	input [11:0] vertice2_x_update,
	input [11:0] vertice2_y_update,
	input [20:0] vertice2_depth_update,
	input [23:0] vertice2_color_update,
	input [11:0] vertice3_x_update,
	input [11:0] vertice3_y_update,
	input [20:0] vertice3_depth_update,
	input [23:0] vertice3_color_update,
	input data_ready,
	input get_next_triangle,
	output reg [19:0] address_sram_get_face,
	output reg finish,
	output reg to_shader_valid,
	output reg [19:0] to_shader_vertice_info,
	output reg [11:0] vertice1_x,
	output reg [11:0] vertice1_y,
	output reg [20:0] vertice1_depth,
	output reg [23:0] vertice1_color,
	output reg [11:0] vertice2_x,
	output reg [11:0] vertice2_y,
	output reg [20:0] vertice2_depth,
	output reg [23:0] vertice2_color,
	output reg [11:0] vertice3_x,
	output reg [11:0] vertice3_y,
	output reg [20:0] vertice3_depth,
	output reg [23:0] vertice3_color,
	output reg vertice_ready
);
reg [19:0] address_sram_get_face_wire;
reg finish_wire;
reg to_shader_valid_wire;
reg [19:0] to_shader_vertice_info_wire;
reg [11:0] vertice1_x_wire;
reg [11:0] vertice1_y_wire;
reg [20:0] vertice1_depth_wire;
reg [23:0] vertice1_color_wire;
reg [11:0] vertice2_x_wire;
reg [11:0] vertice2_y_wire;
reg [20:0] vertice2_depth_wire;
reg [23:0] vertice2_color_wire;
reg [11:0] vertice3_x_wire;
reg [11:0] vertice3_y_wire;
reg [20:0] vertice3_depth_wire;
reg [23:0] vertice3_color_wire;
reg vertice_ready_wire;
localparam IDLE = 2'd0;
localparam GET_FACE = 2'd1;
localparam WAITING = 2'd2;
localparam FINISH = 2'd3;
reg [1:0] state, state_next;
reg [2:0] get_face_cnt, get_face_cnt_next;
always @ * begin
	address_sram_get_face_wire = address_sram_get_face;
	finish_wire = 0;
	to_shader_valid_wire = 0;
	to_shader_vertice_info_wire = 0;
	vertice1_x_wire = vertice1_x;
	vertice1_y_wire = vertice1_y;
	vertice1_depth_wire = vertice1_depth;
	vertice1_color_wire = vertice1_color;
	vertice2_x_wire = vertice2_x;
	vertice2_y_wire = vertice2_y;
	vertice2_depth_wire = vertice2_depth;
	vertice2_color_wire = vertice2_color;
	vertice3_x_wire = vertice3_x;
	vertice3_y_wire = vertice3_y;
	vertice3_depth_wire = vertice3_depth;
	vertice3_color_wire = vertice3_color;
	vertice_ready_wire = 0;
	state_next = state;
	get_face_cnt_next = get_face_cnt;
	case(state) // synopsys parallel_case
		IDLE: begin
			finish_wire = 0;
			to_shader_valid_wire = 0;
			vertice_ready_wire = 0;
			if(enable) begin
				state_next = GET_FACE;
				get_face_cnt_next = 0;
				address_sram_get_face_wire = 0;
			end
		end
		GET_FACE: begin
			get_face_cnt_next = get_face_cnt + 1;
			case(get_face_cnt) // synopsys parallel_case
				0, 1: begin
				end
				2: begin
					to_shader_valid_wire = 1;
					to_shader_vertice_info_wire = face_v1;
				end
				3: begin
					to_shader_valid_wire = 1;
					to_shader_vertice_info_wire = face_v2;
				end
				4: begin
					to_shader_valid_wire = 1;
					to_shader_vertice_info_wire = face_v3;
				end
				5: begin
					state_next = WAITING;
				end
			endcase
		end
		WAITING: begin
			if( get_next_triangle ) begin
				if( address_sram_get_face + 1 == num_of_faces ) begin
					state_next = FINISH;
				end
				else begin
					if( data_ready ) begin
						vertice1_x_wire = vertice1_x_update;
						vertice1_y_wire = vertice1_y_update;
						vertice1_depth_wire = vertice1_depth_update;
						vertice1_color_wire = vertice1_color_update;
						vertice2_x_wire = vertice2_x_update;
						vertice2_y_wire = vertice2_y_update;
						vertice2_depth_wire = vertice2_depth_update;
						vertice2_color_wire = vertice2_color_update;
						vertice3_x_wire = vertice3_x_update;
						vertice3_y_wire = vertice3_y_update;
						vertice3_depth_wire = vertice3_depth_update;
						vertice3_color_wire = vertice3_color_update;
						vertice_ready_wire = 1;
						address_sram_get_face_wire = address_sram_get_face + 1;
						get_face_cnt_next = 0;
						state_next = GET_FACE;
					end
				end
			end
		end
		FINISH: begin
			finish_wire = 1;
		end
	endcase
end
always @ ( posedge clk) begin
	address_sram_get_face <= address_sram_get_face_wire;
	finish <= finish_wire;
	to_shader_valid <= to_shader_valid_wire;
	to_shader_vertice_info <= to_shader_vertice_info_wire;
	vertice1_x <= vertice1_x_wire;
	vertice1_y <= vertice1_y_wire;
	vertice1_depth <= vertice1_depth_wire;
	vertice1_color <= vertice1_color_wire;
	vertice2_x <= vertice2_x_wire;
	vertice2_y <= vertice2_y_wire;
	vertice2_depth <= vertice2_depth_wire;
	vertice2_color <= vertice2_color_wire;
	vertice3_x <= vertice3_x_wire;
	vertice3_y <= vertice3_y_wire;
	vertice3_depth <= vertice3_depth_wire;
	vertice3_color <= vertice3_color_wire;
	vertice_ready <= vertice_ready_wire;
	if( ~srst_n ) begin
		state <= IDLE;
	end
	else begin
		state <= state_next;
	end
	get_face_cnt <= get_face_cnt_next;
end
endmodule
```
==> results_slide.txt <==
Implementation Results

Critical path
  – Slowest stage delay, CP: 700 ps
  – Crit path DAT: 12,700 ps
  – CP required: 42,710 ps
  – Worst path most repeated cell: buf_4
  – Crit-path cells: clkdlybuf4s50_1, xor2_1, a311o_1, a21oi_1, o31ai_1, or4_4, nor4_4, o21ai_4, buf_4, buf_4, buf_4
  – Reg2reg start: address_sram_get_face[0]$_SDFFCE_PN0P_
  – Critical path startpoint: num_of_faces[6]
  – Worst setup SP type: input port
  – Kind of critical path: in -> reg
  – Crit. End Element: register
  – Slowest CP cell: buf_4
  – Worst-path fanout max: 57

Final timing
  – Final Hold Violating Endpoints: 0
  – RSZ-0062 raised after global routing: false
  – Peak Freq: 0.0801 GHz
  – Max-slew violations: 0
  – Final min period: 12,490 ps
  – Fin Clk Skew: 19.6 ps
  – Final hold slack: 433 ps
  – Final TNS setup: 0 ps
  – Period utilization: 0.294
  – Setup Viol. Count Final: 0
  – Rel. slew slack: 0.416
  – Slew of the pin with the lowest slew margin: 875 ps

Logic synthesis
  – FFs w/ async S/R, synth: 0
  – Top cell area share: 0.731
  – Avg Cell Area, Syn: 17.6 µm²
  – Yosys warns: 2
  – Unique masters post-synth: 67
  – Largest cells by area: edfxtp_1 73%, dfxtp_1 5.7%, a222oi_1 2.1%
  – Syn Inst Count: 536
  – Synthesized registers: 257
  – Yosys top cell by area: edfxtp_1
  – Seq share, synth: 0.789
  – Synthesis area per yosys: 9440 µm²
  – Number of enable flip-flop cells: 230
  – # Cells Yosys: 536
  – Main synth FF type: edfxtp_1
  – Synth Cell Area: 9440 µm²

CTS
  – # Post-CTS Setup Buffers: 0
  – Insertion delay to the later sink of the worst-skew pair: 590 ps
  – TritonCTS clock tree: built
  – Hold buffer count at CTS: 0
  – Clk slew on worst S/H paths: 60 ps
  – CTS sink count: 257
  – Max Root-Sink Buffers: 3
  – CTS H-tree lvls: 1
  – TritonCTS Buffers: 31
  – Post-CTS Resized: 0
  – Root buf cell: clkbuf_16

Route
  – Ant. Diodes: 0
  – Vias post-DR: 6,984
  – Wire per inst: 19.2 µm
  – Final wirelength: 37.9 mm
  – Via density: 3.55
  – Antenna viol nets, final: 0
  – Pre-antenna DRT Iters: 5
  – Initial drt markers: 580
  – DRC Markers: 0

Pwr
  – Power per cell area: 38.7 nW/µm²
  – Total Power: 0.652 mW
  – Leakage: 5.68 nW
  – Worst VDD drop: 0.0000269 V

Floorplan
  – Row cnt: 93
  – I/O Pins: 543
  – Core area: 64,700 µm²
  – Core Util at FP: 0.146
  – Die footprint: 76,200 µm²
  – Die width: 276 µm
  – Chip Height: 276 µm

Job
  – Max cap viols: 0
  – Tool warnings: 28

Cells and area
  – Area Growth Syn to Fin: 78.4%
  – Top cell excl fill/tap: clkdlybuf4s50_1
  – Fill cells: 6,610
  – Dominant logic cell types in the final layout: 542 x clkdlybuf4s50_1, 230 x edfxtp_1, 31 x clkbuf_16, 30 x nor2_1, 27 x dfxtp_1
  – Fraction of layout instances using a drive strength above 1: 0.0700

GRT
  – Pin count of the biggest net entering global routing: 58
  – Met3 capacity usage during global routing: 0.0579
  – Tot GR Track Use: 0.0978
  – Routing usage on met1: 0.108
  – Antenna violations before repair: 2
  – Met2 usage: 0.163
  – Gr busiest metal: met2
  – Grt ovf: 0
  – Vias in the first global route: 7,403
  – First-pass GRT wire length: 54.7 mm

Hold path
  – Hold WC Path Type: reg -> reg
  – Hold path startpoint: state[3]$_DFF_P_

Placement
  – Port buffer count: 542
  – Placer Congestion: 0.861
  – Post-detail-place hpwl: 30.5 mm

Run status
  – Status: complete, no violations
-- path summary, 6_finish.rpt --
path | slack, ps | cells past startpoint | to
max reg2reg | 37200 | 11 | vertice1_depth[12]$_DFFE_PP_
max | 30010 | 11 | vertice1_depth[12]$_DFFE_PP_
min | 430 | 0 | finish$_DFF_P_
min reg2reg | 430 | 0 | finish$_DFF_P_
-- power breakdown --
group | switching [mW] | internal, mW
clock | 0.109 | 0.152
sequential | 0.0103 | 0.297
combinational | 0.0282 | 0.0558
total | 0.147 | 0.505
-- layer usage --
metal | part of all wire | vias to the layer above | routed length, µm
li1 | - | 3209 | -
met1 | 0.35 | 3269 | 13400
met2 | 0.49 | 460 | 18400
met3 | 0.14 | 46 | 5350
met4 | 0.020 | 0 | 745
met5 | 0 | - | 0
-- cells in the mapped netlist (2+ instances only) --
cell type	n
a31oi_1	5
o21ai_0	5
and2_1	20
xor2_1	13
edfxtp_1	230
clkbuf_1	10
dfxtp_1	27
nand3_1	7
nand2b_1	8
a21oi_1	6
buf_2	2
a222oi_1	20
or4_1	4
nand4_2	3
buf_6	7
buf_4	4
o31ai_1	5
nor4_2	2
and3_1	4
nor2_1	30
inv_1	7
nor4_4	2
a22oi_1	2
nor2b_1	10
or3_1	3
a22o_1	2
o22ai_1	3
and3_2	2
xnor2_1	17
nor3_1	4
nand2_1	20
nor3b_1	3
ha_1	6
nand4_1	10
-- critical path: cells and delay by family --
| kind | cells | cell delay, ps |
|---|---|---|
| AND/OR/NAND/NOR | 2 | 290 |
| XOR/XNOR | 1 | 320 |
| AND-OR/OR-AND | 4 | 1100 |
| buffers and inverters | 4 | 2390 |
-- sequential cells by signal (all words and copies together) (netlist names) --
register and flops:
vertice1_y 12, vertice2_x 12, vertice3_depth 21, vertice1_x 12, vertice2_y 12, to_shader_vertice_info 20
get_face_cnt 3, vertice3_color 24, vertice1_depth 21, finish 1, vertice1_color 24, to_shader_valid 1
vertice3_y 12, vertice_ready 1, address_sram_get_face 20, vertice3_x 12, state 4, vertice2_depth 21
vertice2_color 24
-- cell type report --
cell class,instances,area (µm²),share of cell area
clock buffer,35,791,0.0469
clock inverter,19,205,0.0122
inverter,7,26.3,0.00156
multi-input combinational,247,1820,0.108
sequential,257,7450,0.442
tap,855,1070,0.0635
timing repair buffer,550,5490,0.326
-- logic make-up after synthesis --
kind of cell / count (synthesis) / synth area share
DFF: 257 / 0.789
and+or+nand+nor: 147 / 0.0971
AOI/OAI and AO/OA: 61 / 0.0534
buffers and inverters: 32 / 0.0211
xor gates and xnor gates: 31 / 0.0295
adders and majority gates: 6 / 0.00795
muxes: 2 / 0.00225
-- per-stage QoR --
stage               instances  worst slack, ps  area, µm²   util
floorplan                 536            23210       9440      -
global placement         1916            29240      15800  0.245
detailed placement       1916            29190      15800  0.245
CTS                      1970            29790      16800  0.260
global route             1970            29610      16800  0.260
finish                   1970            30010      16800  0.260
Power is estimated from default activity; no workload was simulated.
